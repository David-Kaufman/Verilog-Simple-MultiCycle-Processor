[flow/config.mk]
export PLATFORM = sky130hd
export DESIGN_NAME = procTop
export DESIGN_NICKNAME = procTop
export VERILOG_FILES = /design/flow/design.v
export SDC_FILE = /design/flow/constraint.sdc
export NUM_CORES = 4
export LEC_CHECK = 1
export CORE_UTILIZATION = 40
[flow/run.sh]
#!/bin/bash
# OpenROAD 26Q1-2900-gdf79404cd8, Yosys 0.63+post, stock flow scripts
make -C /OpenROAD-flow-scripts/flow DESIGN_CONFIG=/design/flow/config.mk WORK_HOME=/design/flow/orfs finish
[flow/design.v]
module addSub(A, B, selectOP, ALUout);
	input wire [8:0]A, B;  
	input wire selectOP;
	output wire [8:0]ALUout;
	parameter ADD = 1'b1,
			  SUB = 1'b0;
	assign ALUout = (selectOP == ADD)? A + B: A - B;
endmodule
module dec3to8(W, En, Y);
input wire [2:0] W;
input wire En; 
output reg [7:0] Y;
always @(W or En) 
	begin
		if (En == 1)
			case (W)
				3'b111: Y = 8'b10000000;	 
				3'b110: Y = 8'b01000000;	 
				3'b101: Y = 8'b00100000;   	 
				3'b100: Y = 8'b00010000;	 
				3'b011: Y = 8'b00001000;	 
				3'b010: Y = 8'b00000100;	 
				3'b001: Y = 8'b00000010; 	 
				3'b000: Y = 8'b00000001;  	 
			endcase 
		else
			Y = 8'b00000000;
	 end
endmodule
module multiplexers(R0, R1, R2, R3, R4, R5, R6, R7, Gin, Din, SRout, SGout, SDout, MUXout);
	input wire 	[8:0]R0, R1, R2, R3, R4, R5, R6, R7;
	input wire	[8:0]Gin;
	input wire	[8:0]Din;  			 
	input wire [7:0]SRout;           
	input wire SGout, SDout;         
	output wire [8:0] MUXout;
	parameter zero = 8'b0;
	assign MUXout = (SGout == 1)    ? Gin:
					(SDout == 1)    ? Din:
					(SRout == 8'h1) ? R0: 	 
					(SRout == 8'h2) ? R1:	 
					(SRout == 8'h4) ? R2:	 
					(SRout == 8'h8) ? R3:	 
					(SRout == 8'h10)? R4:	 
					(SRout == 8'h20)? R5:	 
					(SRout == 8'h40)? R6:	 
					(SRout == 8'h80)? R7:	 
					R0;
endmodule
module proc (DIN, Resetn, Clock, Run, Done, BusWires, R0, R1, R2, R3, R4, R5, R6, R7, Aout, Gout, ALUout); 
	input wire [8:0] DIN;
	input wire Resetn, Clock, Run;
	output reg Done;
	output wire [8:0] BusWires;
	wire [2:0]I;
	wire [8:0]IR;
	output wire [8:0] R0, R1, R2, R3, R4, R5, R6, R7, Aout, Gout, ALUout;
	reg [7:0] Rin;  
	reg [7:0] SRout;
	reg [1:0] Tstep_Q, Tstep_D;
	reg IRin, SGout, SDout;
	reg Ain, Gin, selectOP;
	wire [7:0] Xreg, Yreg;
	parameter 	T0 = 2'b00,  
				T1 = 2'b01,
				T2 = 2'b10,
				T3 = 2'b11;
	parameter 	MV  = 3'b000,  
				MVI = 3'b001,
				ADD = 3'b010,
				SUB = 3'b011,
				ADDI = 3'b100,
				MVIALL = 3'b101;
	assign I = IR[8:6]; 				 
	dec3to8 decX (IR[5:3], 1'b1, Xreg);  
	dec3to8 decY (IR[2:0], 1'b1, Yreg);	 
	always @(Tstep_Q, Run, Done) begin
		case (Tstep_Q)
			T0: begin	
					if (!Run)
						Tstep_D = T0;
					else
						Tstep_D = T1;
				end
			T1: begin
					if(Done)
						Tstep_D = T0;
					else
						Tstep_D = T2;
				end
			T2: begin
					 Tstep_D = T3;
				end
			T3: begin
					 Tstep_D = T0;
				end
		endcase
	end
	always @(Tstep_Q or I or Xreg or Yreg) begin
		IRin <= 1'b0; 
		Ain <= 1'b0;
		Gin <= 1'b0;
		Done <= 1'b0;
		Rin <= 8'b0;
		SDout <= 1'b0;
		SGout <= 1'b0;
		SRout <= 8'b0;
		case (Tstep_Q) 
			T0: begin  			 
					IRin <= 1'b1;
				end
			T1:	begin			 
					case (I)
						MV: begin
							Rin  <= Xreg;      
							SRout <= Yreg;  	   
							Done <= 1'b1;
							end
						MVI: begin
							SDout <= 1'b1;
							Rin  <= Xreg;      
							Done <= 1'b1;
							end
						ADD: begin
							SRout <= Xreg;	 
							Ain <= 1'b1;	 
							end
						SUB: begin
							SRout <= Xreg;	 
							Ain <= 1'b1;	 
							end
						ADDI: begin
							SRout <= Xreg;	 
							Ain <= 1'b1;	 
							end
						MVIALL: begin
							SDout <= 1'b1;
							Rin  <= 8'hFF;      
							Done <= 1'b1;
							end
						default:
							Done <= 1'b1;
					endcase  
				end  
			T2: begin	 
					Gin <= 1'b1;
					case(I)
						ADD:begin
							SRout <= Yreg;	 
							selectOP <= 1'b1;
							end
						SUB:begin
							SRout <= Yreg;	 
							selectOP <= 1'b0;
							end
						ADDI:begin
							SDout <= 1'b1;	 
							selectOP <= 1'b1;
							end
						default: 
							Gin <= 1'b0;
					endcase  
				end  
			T3: begin  
				case(I)
					ADD, SUB, ADDI: begin
					SGout <= 1'b1;	
					Rin <= Xreg;	 
					Done <= 1'b1;
					end
				endcase
				end  
		endcase  
	end  
	always @(posedge Clock, negedge Resetn) begin
		if (!Resetn) 			 
			Tstep_Q <= T0;
		else
			Tstep_Q <= Tstep_D;  
	end
	regn reg_0 (BusWires, Rin[0], Clock, R0);
	regn reg_1 (BusWires, Rin[1], Clock, R1);
	regn reg_2 (BusWires, Rin[2], Clock, R2);
	regn reg_3 (BusWires, Rin[3], Clock, R3);
	regn reg_4 (BusWires, Rin[4], Clock, R4);
	regn reg_5 (BusWires, Rin[5], Clock, R5);
	regn reg_6 (BusWires, Rin[6], Clock, R6);
	regn reg_7 (BusWires, Rin[7], Clock, R7);
	regn reg_A (BusWires, Ain, Clock, Aout);
	regn reg_G (ALUout, Gin, Clock, Gout); 	
	regn reg_IR (DIN, IRin, Clock, IR);
	multiplexers multiplex(.R0(R0), .R1(R1), .R2(R2), .R3(R3), .R4(R4), .R5(R5), .R6(R6), .R7(R7), .Gin(Gout), 
	                       .Din(DIN), .SRout(SRout), .SGout(SGout), .SDout(SDout), .MUXout(BusWires));
	addSub addSub(.A(Aout), .B(BusWires), .selectOP(selectOP), .ALUout(ALUout));
endmodule
module regn(R, Rin, Clock, Q);
parameter n = 9;		 
input wire [n-1:0] R;	 
input wire 	Rin, 		 
			Clock; 
output reg [n-1:0] Q;	 
always @(posedge Clock)
	if (Rin)		 
		Q <= R;		 
endmodule
module procTop(DIN, Resetn, Clock, Run, Done, BusWires);
	input wire [8:0] DIN;
	input wire Resetn, Clock, Run;
	output wire Done;
	output wire [8:0] BusWires;
	proc proc(.DIN(DIN), .Resetn(Resetn), .Clock(Clock), .Run(Run), .Done(Done), .BusWires(BusWires));
endmodule 
[flow/constraint.sdc]
current_design procTop

set clk_period 9.4
set clk_io_pct 0.2

create_clock -name clk0 -period $clk_period [get_ports {Clock}]

set non_clock_inputs [all_inputs -no_clocks]
set_input_delay [expr $clk_period * $clk_io_pct] -clock clk0 $non_clock_inputs
set_output_delay [expr $clk_period * $clk_io_pct] -clock clk0 [all_outputs]
==> ci_impl_report.md <==
### Flow metrics

| Metric | Value |
|---|---|
| Status | complete, no violations |
| GRT Overall Usage | 23.7% |
| Distinct lib cells | 101 |
| Antenna violations before repair | 0 |
| Slew @ Worst Pin | 0.741 ns |
| Drt via density | 5.99 |
| Area fraction in compound gates after synthesis | 23.3% |
| Diodes inserted | 0 |
| Fill cell count | 1339 |
| CP max-delay cell | edfxtp_1 |
| CTS buffer count | 17 |
| Max Slew Vio Count | 0 |
| Die width | 127 um |
| Root buf cell | clkbuf_16 |
| Area delta synth->final | 16.8% |
| Register pins left without a clock | 1 |
| PortBufs | 21 |
| CP arrival | 4.68 ns |
| Simple-Gate Area Share | 14.2% |
| Crit path required time | 7.52 ns |
| Sw Pwr | 0.574 mW |
| Detailed-placement wirelength estimate | 12.8 mm |
| Largest logic family | AND-OR/OR-AND gates |
| Final cell utilization of the core | 48.1% |
| Top cell area share | 47.3% |
| DR iter-0 viols | 436 |
| Via count | 4740 |
| First-pass GRT wire length | 26.9 mm |
| Largest net degree at the start of global routing | 32 |
| Post-CTS setup buffers | 0 |
| FP Core Util | 41.2% |
| Mapped Area | 6280 um2 |
| Worst skew pair latency | 0.42 ns |
| H-Tree Depth | 4 |
| Fin crit share | 69.8% |
| Clock tree buffer depth | 2 |
| PostCTS Resize Cnt | 0 |
| Max_slew headroom | 50.4% |
| Synthesis Warnings | 3 |
| Layout cell share with drive strength beyond 1 | 14.3% |
| Main synth FF type | edfxtp_1 |
| EDFF count, synth | 99 |
| Final setup violation count | 0 |
| Hold Path Class | flip-flop to flip-flop |
| CTS tree | built |
| Post-Syn Area per Cell | 11.7 um2 |
| Row count | 45 |
| Mapped Cells | 536 |
| Kind of critical path | flip-flop to primary output |
| Number of cells in Yosys stat | 536 |
| Critical Path Start Type | flip-flop |
| Critical Path End Type | primary output |
| Placer Congestion | 1.03 |
| DRC | 0 |
| XOR/XNOR Area Share | 2.09% |
| Clock share of power | 36.9% |
| Combinational share of power | 22.4% |
| Number of synthesized register bits | 120 |
| Count of endpoints without a timing constraint | 1 |
| Final Hold Fails | 0 |
| Adder Area Share | 2.11% |
| Reg clk slew, reported paths | 0.06 ns |
| Number of max-cap violations | 0 |
| Commonest non-fill, non-tap cells in the layout | edfxtp_1, nor2_1, inv_1 |
| Sequential share of power | 40.7% |
| Critical path, cell by cell | and2b_4 -> o21ai_4 -> inv_2 -> a22oi_1 -> nand3_1 -> a211oi_1 -> o22ai_1 -> and3_4 -> o41ai_4 -> buf_4 -> clkdlybuf4s50_1 |
| FMAX | 152 MHz |
| # hold bufs at CTS | 0 |
| Design Power | 1.84 mW |
| Yosys stat area | 6280 um2 |
| Worst IR Drop VDD | 0.142 mV |
| Gr ovfl total | 0 |
| Highest fanout seen on the critical path | 17 |
| Chip area | 16200 um2 |
| Power Internal | 1.26 mW |
| Number of global-route vias before repair | 4734 |
| First-pass DRT Iterations | 6 |
| Power density cells | 250 nW/um2 |
| Multiplexer area fraction after synthesis | 1.02% |
| Die Span Y | 127 um |
| Num ports | 22 |
| Clk_skew | 0.0114 ns |
| Delay of the slowest cell on the worst path | 0.69 ns |
| Core ar. | 15300 um2 |
| Synth area leader | edfxtp_1 |
| RSZ-0062 raised after global routing | false |
| OpenROAD warnings | 25 |
| Wire per inst | 21.9 um |
| Final setup TNS | 0 ns |
| Fin crit period | 6.56 ns |
| Most common logic cell in the routed design | edfxtp_1 |
| Async set-reset flop share out of synthesis | 3.33% |
| WL final | 17.3 mm |
| Sw frac | 31.3% |
| Leak | 2.57 nW |
| Cell area leaders | edfxtp_1, dfxtp_1, nor2_1, xnor2_1, ha_1 |
| Antenna viol nets, final | 0 |
## per-layer routing
| metal | track usage [%] | vias to the layer above | share of wire, % |
|---|---|---|---|
| li1 | - | 2184 | - |
| met1 | 35.1 | 2286 | 42 |
| met2 | 36.2 | 238 | 46 |
| met3 | 6.48 | 32 | 8.8 |
| met4 | 6.65 | 0 | 3.2 |
| met5 | 0 | - | 0 |
## cells in the mapped netlist, drive strengths merged, types with 5 or more instances
cell,n
edfxtp,99
nor2,55
inv,30
nand2,30
o21ai,25
a21oi,19
dfxtp,16
xnor2,13
a21o,12
nor3,12
o22ai,12
o211ai,11
a31oi,10
buf,10
a221oi,9
and2,9
ha,9
nand3,8
a211oi,7
and3,7
nor2b,6
nor4,6
a21boi,5
a221o,5
a22o,5
a22oi,5
clkbuf,5
o211a,5
o31ai,5
## stage by stage
step / std cells / area (um2) / worst slack [ns] / hold slack, ns
2_1_floorplan: 536 / 6280 / 4.30 / 0.349
3_3_place_gp: 759 / 6720 / 3.10 / 0.531
3_5_place_dp: 759 / 6720 / 3.05 / 0.523
4_1_cts: 791 / 7340 / 2.87 / 0.529
5_1_grt: 791 / 7340 / 2.45 / 0.545
6_report: 791 / 7340 / 2.84 / 0.523
## critical path: cells and delay by family, from the launching register on
kind | cells | cell delay (ns)
AND-OR/OR-AND | 5 | 1.68
AND/OR/NAND/NOR | 3 | 0.90
flip-flops | 1 | 0.69
buffers and inverters | 3 | 0.98
## logic make-up (layout without fill, tap and decap cells)
family	Yosys count	in the layout
latches	1	1
and+or+nand+nor	162	162
xor gates and xnor gates	15	15
AOI/OAI and AO/OA	178	178
DFF	119	119
muxes	6	6
adders and majority gates	10	10
buffers and inverters	45	89
## worst paths after layout
kind	start	endpoint	slack, ns	cells after the start
max	proc.reg_IR.Q[8]	BusWires[2]	2.84	11
min	proc.Tstep_Q[3]	proc.Tstep_Q[1]	0.52	1
max reg2reg	proc.reg_IR.Q[8]	proc.reg_G.Q[8]	3.02	23
min reg2reg	proc.Tstep_Q[3]	proc.Tstep_Q[1]	0.52	1
max in group asynchronous	Resetn	proc.Tstep_Q[0]	7.49	1
min in group asynchronous	Resetn	proc.Tstep_Q[2]	1.67	1
## area by class of cell
class | instances | area, um2 | area share (%)
flip-flops and latches | 120 | 3410 | 46.5
repair buffers | 27 | 255 | 3.48
clock buffers | 17 | 425 | 5.80
multi-input cells | 371 | 2680 | 36.6
well taps | 211 | 264 | 3.60
clock inverters | 15 | 188 | 2.56
inverters | 30 | 113 | 1.53
## power groups by stage
stage         clock network, mW  registers (mW)  logic [mW]
finish                    0.677           0.748       0.412
global route              0.706           0.755       0.456
CTS                       0.687           0.746       0.413
Power figures rest on the tool's default switching activity, not on a simulated workload.
